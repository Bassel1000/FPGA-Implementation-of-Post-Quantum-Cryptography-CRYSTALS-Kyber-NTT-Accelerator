## /design/flow/config.mk

```make
export PLATFORM = sky130hd
export DESIGN_NAME = Kyber_NTT_Top
export DESIGN_NICKNAME = Kyber_NTT_Top
export VERILOG_FILES = /design/flow/design.v
export SDC_FILE = /design/flow/constraint.sdc
export NUM_CORES = 4
export LEC_CHECK = 1
export CORE_UTILIZATION = 40
```

## /design/flow/constraint.sdc

```tcl
current_design Kyber_NTT_Top

set clk_period 46.1
set clk_io_pct 0.2

create_clock -name clk0 -period $clk_period [get_ports {clk}]

set non_clock_inputs [all_inputs -no_clocks]
set_input_delay [expr $clk_period * $clk_io_pct] -clock clk0 $non_clock_inputs
set_output_delay [expr $clk_period * $clk_io_pct] -clock clk0 [all_outputs]
```

## /design/flow/design.v

```verilog
`timescale 1ns / 1ps
module Butterfly (
    input  wire [11:0] a,      
    input  wire [11:0] b,      
    input  wire [11:0] w,      
    output wire [11:0] even,   
    output wire [11:0] odd     
);
    wire [11:0] bw;  
    ModMul mul_unit (
        .a(b), 
        .b(w), 
        .out(bw)
    );
    ModAdd add_unit (
        .a(a), 
        .b(bw), 
        .out(even)
    );
    ModSub sub_unit (
        .a(a), 
        .b(bw), 
        .out(odd)
    );
endmodule
`timescale 1ns / 1ps
module KyberRAM (
    input wire clk,
    input wire we,                   
    input wire [7:0] addr_a,         
    input wire [7:0] addr_b,         
    input wire [11:0] din_a,         
    input wire [11:0] din_b,         
    output reg [11:0] dout_a,        
    output reg [11:0] dout_b         
);
    reg [11:0] mem [0:255];
    integer i;
    initial begin
        for (i = 0; i < 256; i = i + 1) begin
            mem[i] = i;  
        end
    end
    always @(posedge clk) begin
        if (we) begin
            mem[addr_a] <= din_a;
            mem[addr_b] <= din_b;
        end
        dout_a <= mem[addr_a];
        dout_b <= mem[addr_b];
    end
endmodule
`timescale 1ns / 1ps
module Kyber_NTT_Top (
    input wire clk,
    input wire rst,
    input wire start,
    output wire done,
    output wire [11:0] debug_ram_out_a,
    output wire [11:0] debug_ram_out_b
);
    wire [7:0] addr_a, addr_b;
    wire [11:0] ram_out_a, ram_out_b;
    wire [11:0] bfly_out_even, bfly_out_odd;
    wire [11:0] zeta;
    wire we;
    wire [6:0] rom_addr_wire;  
    NTT_Control control_unit (
        .clk(clk), .rst(rst), .start(start),
        .ram_addr_a(addr_a), .ram_addr_b(addr_b),
        .ram_we(we), 
        .rom_addr(rom_addr_wire),  
        .done(done)
    );
    KyberRAM ram_unit (
        .clk(clk), .we(we),
        .addr_a(addr_a), .addr_b(addr_b),
        .din_a(bfly_out_even), .din_b(bfly_out_odd),
        .dout_a(ram_out_a), .dout_b(ram_out_b)
    );
    TwiddleROM rom_unit (
        .addr(rom_addr_wire),  
        .zeta(zeta)
    );
    Butterfly math_engine (
        .a(ram_out_a), 
        .b(ram_out_b), 
        .w(zeta), 
        .even(bfly_out_even), 
        .odd(bfly_out_odd)
    );
    assign debug_ram_out_a = ram_out_a;
    assign debug_ram_out_b = ram_out_b;
endmodule
`timescale 1ns / 1ps
module ModAdd (
    input  wire [11:0] a,
    input  wire [11:0] b,
    output wire [11:0] out
);
    wire [12:0] sum;
    assign sum = a + b;
    assign out = (sum >= 13'd3329) ? (sum - 13'd3329) : sum[11:0];
endmodule
`timescale 1ns / 1ps
module ModMul (
    input  wire [11:0] a,
    input  wire [11:0] b,
    output wire [11:0] out
);
    wire [23:0] product;
    assign product = a * b;
    assign out = product % 13'd3329;
endmodule
`timescale 1ns / 1ps
module ModSub (
    input  wire [11:0] a,
    input  wire [11:0] b,
    output wire [11:0] out
);
    wire [12:0] diff;
    assign diff = (a >= b) ? (a - b) : (a + 13'd3329 - b);
    assign out = diff[11:0];
endmodule
`timescale 1ns / 1ps
module NTT_Control (
    input wire clk,
    input wire rst,
    input wire start,
    output reg [7:0] ram_addr_a,
    output reg [7:0] ram_addr_b,
    output reg ram_we,
    output reg [6:0] rom_addr,
    output reg done
);
    reg [7:0] counter;
    reg [1:0] state;
    localparam IDLE  = 0;
    localparam LOAD  = 1;  
    localparam STORE = 2;  
    localparam DONE  = 3;
    always @(posedge clk or posedge rst) begin
        if (rst) begin
            state <= IDLE;
            counter <= 0;
            ram_we <= 0;
            done <= 0;
            ram_addr_a <= 0;
            ram_addr_b <= 0;
            rom_addr <= 0;
        end else begin
            case (state)
                IDLE: begin
                    ram_we <= 0;
                    if (start) begin
                        state <= LOAD;
                        counter <= 0;
                        done <= 0;
                    end
                end
                LOAD: begin
                    ram_addr_a <= counter;
                    ram_addr_b <= counter + 8'd128;
                    rom_addr <= 0;  
                    ram_we <= 0;  
                    state <= STORE;  
                end
                STORE: begin
                    ram_we <= 1; 
                    if (counter == 127) begin
                        state <= DONE;
                        ram_we <= 0;  
                    end else begin
                        counter <= counter + 1;
                        state <= LOAD;  
                    end
                end
                DONE: begin
                    done <= 1;
                    ram_we <= 0;
                    state <= IDLE;
                end
            endcase
        end
    end
endmodule
`timescale 1ns / 1ps
module TwiddleROM (
    input wire [6:0] addr,  
    output reg [11:0] zeta
);
    always @(*) begin
        case (addr)
            7'd0: zeta = 12'd1;
            7'd1: zeta = 12'd1729; 
            7'd2: zeta = 12'd2580;
            7'd3: zeta = 12'd3289;
            default: zeta = 12'd1; 
        endcase
    end
endmodule
```

## /design/flow/run.sh

```bash
#!/bin/bash
# OpenROAD 26Q1-2900-gdf79404cd8, Yosys 0.63+post, stock flow scripts
make -C /OpenROAD-flow-scripts/flow DESIGN_CONFIG=/design/flow/config.mk WORK_HOME=/design/flow/orfs finish
```

==> out/metrics.yaml <==
cp_num_buf_inv: 1
end_kind: "primary output"
dpl.hpwl_um: 302000
slowest_delay_ps: 510
wl_per_cell_um: 27.1
drv_cap: 0
cts-root-buf: "clkbuf_16"
ys_seq_share_pct: 59.7
worstSkewPairLatency_ps: 910
max_freq_ghz: 0.0900
die-area_um2: 393000
critPathRequiredTime_ps: 36880
clk_path_buf_depth: 4
synthArstFlopShare_pct: 0.737
drive_gt1_share_pct: 16.0
cp-start-kind: "flop"
dr.pass1.iters: 25
overflow: 0
antenna_found_initial: 21
fin_crit_ps: 11110
hold_viol_final: 0
ant_nets: 0
worstSetupPathType: "flop to primary output"
ys_chip_area_um2: 156000
routed_wl_um: 490000
post_cts_resized: 0
synth_cells: 13300
numSynthFlops: 3119
outcome: "complete, no violations"
arrival_ps: 1890
synth_top_area_share_pct: 59.0
grt_pass1_wl_um: 717000
area_growth_pct: 9.90
ir_drop_mv: 0.0319
rsz0062_at_grt: "false"
grt_start_max_net_pins: 112
path_cells: "clkdlybuf4s50_1"
yosys_cells: 13300
synth_area_um2: 156000
avgSynthCellArea_um2: 11.8
finalSetupViolations: 0
synth-edff-count: 3072
track_usage_pct: 27.1
r2r_cells: 22
relSlewSlack_pct: 24.0
cts_sinks: 3119
ys.flop_type: "edfxtp_1"
yosysWarningCount: 3
synth.area.top_cells: "edfxtp_1 59%, mux4_2 14%, a21oi_1 8.3%"
die_w_um: 627
r2r-start: "ram_unit.dout_b[5]"
worst_path_max_delay_cell: "clkdlybuf4s50_1"
rows: 229
cts.clk_slew.worst_paths_ps: 60
post_cts_buffers: 0
worstHoldPathType: "flop to flop"
grt_pass1_vias: 104000
drt_iter0_markers: 8898
routed_via_density: 5.80
die_y_um: 627
critPathMaxFanout: 5
post-synth-top-area-cell: "edfxtp_1"
coreArea_um2: 389000
cts_tree: "yes"
critPathLaunch: "ram_unit.dout_a[7]"
port-buffer-count: 27
whs_path_depth: 1
fin_hold_ws_ps: 508
fp_util_pct: 40.2
gp_congestion: 0.949
min_period_over_period_pct: 24.1
htreeDepth: 5
fin_tns_setup_ps: 0
warnings: 79
leakage_nw: 65.9
fin_skew_ps: 78.0
report.final.slew_viol_count: 0
tightest_slew_ps: 1130
power_density_nw_per_um2: 32.8
holdBufCountCts: 0
cts_made_buffers: 329
yosysUniqueCellTypes: 69
crit_family: "buffers and inverters"
min_from: "control_unit.state[3]"
routed-via-count: 105000
drc: 0
ioPinCount: 28
worst-path-stages: 1
-- power by group --
group	leakage, nW	internal, W	switching (W)
Combinational	30.9	0.000000255	0.000000486
Sequential	30.1	0.00307	0
Clock	4.92	0.00144	0.00112
-- layout by cell type (no fill, tap or decap), drive strengths merged, types with 32 or more instances in the layout --
master  synthesis  layout
ha             54      54
edfxtp       3072    3072
buf           422     544
o21ai         598     598
nand2         856     856
mux4          987     987
mux2i          68      68
inv            48      56
xnor2          34      34
clkinv          0     128
a21oi        2583    2583
nor2         3114    3114
clkbuf       1134     423
diode           0      32
-- stage by stage --
| step | utilization [%] | setup WS [ps] | std cells | area (µm²) | total power (W) |
|---|---|---|---|---|---|
| floorplan | - | 35730 | 13300 | 156000 | 0.00313 |
| global placement | 41.6 | 34830 | 17500 | 162000 | 0.00313 |
| detailed placement | 41.6 | 34950 | 17500 | 162000 | 0.00313 |
| CTS | 44.1 | 34960 | 18100 | 172000 | 0.00566 |
| global route | 44.1 | 34920 | 18100 | 172000 | 0.00576 |
| finish | 44.2 | 34990 | 18100 | 172000 | 0.00563 |
-- synth_stat cells (4+ instances only) --
library cell and instances:
a211oi_1 6, a21o_1 6, a21oi_1 2582, a22oi_1 23, a31oi_1 10, and2_1 9
and3_1 6, buf_1 76, buf_2 346, clkbuf_1 1134, dfrtp_1 22, dfxtp_1 24
edfxtp_1 3072, fa_1 10, ha_1 54, inv_1 48, mux2_2 7, mux2i_1 68
mux4_2 987, nand2_1 855, nand2b_1 16, nand3_1 20, nand4_1 6, nor2_1 3114
nor2b_1 14, nor3_1 21, nor4_1 4, o211ai_1 6, o21a_1 5, o21ai_0 293
o21ai_1 305, o31ai_1 4, or2_2 5, or3_1 9, xnor2_1 34, xor2_1 12
-- sequential cells by signal, summed over array words and instances, names as in the netlist --
name / flops
control_unit.state: 4
control_unit.counter: 8
control_unit.ram_addr_b: 8
ram_unit.mem: 3072
control_unit.done: 1
control_unit.ram_we: 1
ram_unit.dout_b: 12
ram_unit.dout_a: 12
control_unit.ram_addr_a: 1
-- final timing paths --
path	to	slack, ps
max	debug_ram_out_a[7]	34990
min	control_unit.ram_we	510
min in group asynchronous	control_unit.state[3]	8700
max reg2reg	ram_unit.mem[221][2]	38280
max in group asynchronous	control_unit.state[0]	37120
min reg2reg	control_unit.ram_we	510
-- metal layers --
layer / up-vias / wire (µm) / global-route usage [%]
li1: 47200 / - / -
met1: 50300 / 164000 / 34.3
met2: 6406 / 219000 / 38.0
met3: 925 / 86000 / 19.1
met4: 50 / 20200 / 9.01
met5: - / 1100 / 1.53
-- cell type report --
type	instances	area [µm²]
well taps	5197	6500
inverters	48	180
diodes	32	80.1
flip-flops and latches	3119	93300
repair buffers	571	4600
multi-input cells	8540	57100
clock inverters	156	1160
fillers	34300	217000
clock buffers	423	8880
-- logic make-up (layout without fill, tap and decap cells) --
kind of cell,Yosys count,count (layout),synth area share [%]
XOR/XNOR,46,46,0.258
AND-OR/OR-AND,3276,3276,10.7
adder cells (fa/ha/maj),64,64,0.560
other,0,32,0
AND/OR/NAND/NOR,4092,4092,10.0
multiplexers,1062,1062,14.7
buffers and inverters,1604,1198,4.13
flip-flops,3119,3119,59.7
Power and IR drop assume default switching activity.
